===== flow/config.mk =====
export PLATFORM = sky130hd
export DESIGN_NAME = d_flipflop
export DESIGN_NICKNAME = d_flipflop
export VERILOG_FILES = /design/flow/design.v
export SDC_FILE = /design/flow/constraint.sdc
export NUM_CORES = 4
export LEC_CHECK = 1
export CORE_AREA = 10 10 70 70
export DIE_AREA = 0 0 80 80

===== flow/constraint.sdc =====
current_design d_flipflop

set clk_period 1.0
set clk_io_pct 0.2

create_clock -name clk0 -period $clk_period [get_ports {clk}]

set non_clock_inputs [all_inputs -no_clocks]
set_input_delay [expr $clk_period * $clk_io_pct] -clock clk0 $non_clock_inputs
set_output_delay [expr $clk_period * $clk_io_pct] -clock clk0 [all_outputs]

===== flow/design.v =====
`timescale 1ns / 1ps
module d_flipflop(
input d, clk,en,
input rst,
output reg q_bl, q_nbl, q_l,
output wire qb_bl, qb_nbl, qb_l
);
always @ (posedge clk)begin
    if(rst)
        q_nbl <= 0;
    else
        q_nbl <= d; 
end
always @ (posedge clk)begin
    if(rst)
        q_bl = 0;
    else
      begin
       if (clk)
          q_bl = d;
       end 
end 
always @ (d or en or rst) begin
    if(rst)
        q_l = 0;
    else
      begin
       if (en)
          q_l = d; 
       end 
end 
assign qb_nbl = ~q_nbl;
assign qb_bl= ~q_bl;
assign qb_l = ~q_l;
endmodule

===== flow/run.sh =====
#!/bin/bash
# OpenROAD 26Q1-2900-gdf79404cd8, Yosys 0.63+post, stock flow scripts
make -C /OpenROAD-flow-scripts/flow DESIGN_CONFIG=/design/flow/config.mk WORK_HOME=/design/flow/orfs finish

==> reports/metrics.cfg <==
[power_and_ir_drop]
power.density_nw_per_um2 = 2210
p_leak_uw = 0.000124
peakVddDrop_v = 0.000304

[global_routing]
track_usage = 0.0174
grt_pass1_vias = 189
antenna_found_initial = 0
grt_pass1_wl_um = 765
grt_max_degree = 4
gr-total-overflow = 0

[run]
tool_warnings = 29
maxCapViolations = 0

[drt]
wl_met3_um = 197
antennaDiodeCount = 0
wl_per_cell_um = 6.32
ant_nets = 0
top_layer_used = met3
drcViolationCount = 0
drt-met1-wl_um = 133
wl_um = 468
drt_iter0_drc = 10
first_pass_iters = 2
vias = 130
via_per_inst = 1.76
wl_met2_um = 137

[sta]
unclocked_pins = 1
tns_ns = -0.0603
worst_slack_ns = -0.0603
skew_ns = 0
tightest_slew_ns = 0.128
setup_viol = 1
post-route-period-util = 1.06
hold_viol = 0
post-route-min-period_ns = 1.06
fmax_mhz = 943
drv_slew = 0
rsz0062_at_grt = true
holdWs_ns = 0.0651
max_slew_margin = 0.912
unconstrained_endpoints = 3

[die]
ios = 10
chipArea_um2 = 6400
chipWidth_um = 80
std_cell_rows = 21
die_h_um = 80
core_region_area_um2 = 3420
initCoreUtil = 0.0264

[synthesis]
syn_area_um2 = 90.1
netlist_instances = 10
synth.avg_cell_area_um2 = 9.01
yosysUniqueCellTypes = 6
ys_area_um2 = 90.1
topCellsByArea = dfxtp_1 (44%), dlxtn_1 (17%), inv_1 (13%)
synth-seq-cells = 3
ys_cells = 10
largest_area_cell = dfxtp_1
yosysWarnings = 1
yosysTopAreaCellShare = 0.444

[place]
dp_slack_ns = -0.0127
place_congestion = 0.642
post-place-cells = 66
portBuffers = 9

[clock_tree]
clk_pin_slew_ns = 0.03
insertion_delay_ns = 0.33
cts_tree = yes
holdBufCountCts = 0

[finish]
drive_above_1_share = 0.571
area_growth_pct = 224
stdcell_count = 74
most-common-layout-cells = clkbuf_4 (6), clkdlybuf4s50_1 (5), buf_2 (4)
layout_top_cell = clkbuf_4

[setup_path]
worstSetupStartpointType = flip-flop
crit_type = flip-flop to output pin
required_ns = 0.80
worst-endpoint-arrival_ns = 0.86
crit_fanout = 2
endpoint_kind = output pin

[hold_path]
min_path_type = clock port to flip-flop

[status]
violations = negative setup slack
status = finished, violations left

cells by family (layout without fill, tap and decap cells):
| family | after synthesis | in the layout | share of synthesized area |
|---|---|---|---|
| mux | 1 | 1 | 0.111 |
| simple gates | 3 | 3 | 0.153 |
| buf+inv | 3 | 21 | 0.125 |
| latches | 1 | 1 | 0.167 |
| flops | 2 | 2 | 0.444 |
path summary, 6_finish.rpt:
| kind | start | end | slack, ns | cells after the start |
|---|---|---|---|---|
| max reg2reg | q_bl | q_bl | 0.06 | 5 |
| min reg2reg | q_bl | q_bl | 0.75 | 5 |
| min | clk | q_bl | 0.07 | 4 |
| max | q_bl | qb_bl | -0.06 | 3 |
layer usage:
metal  up-vias  GRT usage
met3         0     0.0443
met5         -          0
met1        53    0.00863
met2        11     0.0120
met4         0     0.0141
li1         66          -
sequential cells by signal, indices dropped and copies added (netlist names):
signal	count
q_bl	1
q_nbl	1
q_l	1
critical path, cell delays in order, from the launching register on:
cell and delay (ns):
dfxtp_2 0.32, buf_6 0.09, inv_2 0.02, buf_2 0.10
timing repair:
item / CTS / global route
endpoints found under the setup margin: 4 / 2
buffers inserted: 1 / 1
gates resized: 16 / 0
synthesized netlist by cell type:
cell,instances
dfxtp_1,2
dlxtn_1,1
inv_1,3
mux2i_1,1
nor2_1,2
nor2b_1,1
final cells by class:
class / count / area, um2
fillers: 409 / 3120
repair buffers: 12 / 96.3
flip-flops and latches: 3 / 57.6
well taps: 46 / 57.6
clock buffers: 6 / 45.0
multi-input cells: 4 / 23.8
inverters: 3 / 11.3
metrics by stage:
step	util	total power (uW)	cell area, um2
floorplan	-	150	90.1
global placement	0.0718	259	245
detailed placement	0.0718	260	245
CTS	0.0832	653	284
global route	0.0853	714	292
finish	0.0853	643	292
power by group:
part | internal, uW | switching (uW)
Clock | 293 | 102
Combinational | 101 | 31.8
Sequential | 105 | 10.9
Total | 499 | 144
Power is estimated from default activity; no workload was simulated.

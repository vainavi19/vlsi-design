==> /design/flow/design.v <==
`timescale 1ns / 1ps
module t_ff(
input t,clk,rst,en,
output reg q_nbl, q_bl, ql,
output wire qB_nbl, qB_bl, qBl
);
always @ (posedge clk)
 begin
   if (rst)
     q_nbl <=0; 
   else 
 begin
    if (t)
      q_nbl <= ~q_nbl;
    else 
      q_nbl <= q_nbl;
   end
end
always @ (posedge clk)  
begin 
   if (rst)
     q_bl =0; 
   else 
     begin
    if (t)
      q_bl = ~q_bl;
    else 
      q_bl = q_bl;
     end
 end
always @ (t or en or rst)  
begin
  if (rst)
    ql = 0; 
  else if (en)  
  begin
    if (t)
      ql = ~ql;
  end
end
assign qB_nbl=~q_nbl;
assign qB_bl=~q_bl;
assign qBl=~ql;
endmodule
==> /design/flow/run.sh <==
#!/bin/bash
# OpenROAD 26Q1-2900-gdf79404cd8, Yosys 0.63+post, stock flow scripts
make -C /OpenROAD-flow-scripts/flow DESIGN_CONFIG=/design/flow/config.mk WORK_HOME=/design/flow/orfs finish
==> /design/flow/config.mk <==
export PLATFORM = sky130hd
export DESIGN_NAME = t_ff
export DESIGN_NICKNAME = t_ff
export VERILOG_FILES = /design/flow/design.v
export SDC_FILE = /design/flow/constraint.sdc
export NUM_CORES = 4
export LEC_CHECK = 1
export CORE_AREA = 10 10 70 70
export DIE_AREA = 0 0 80 80
==> /design/flow/constraint.sdc <==
current_design t_ff

set clk_period 1.2
set clk_io_pct 0.2

create_clock -name clk0 -period $clk_period [get_ports {clk}]

set non_clock_inputs [all_inputs -no_clocks]
set_input_delay [expr $clk_period * $clk_io_pct] -clock clk0 $non_clock_inputs
set_output_delay [expr $clk_period * $clk_io_pct] -clock clk0 [all_outputs]
==> notes.md <==
Purpose: to document the outcome of synthesis and place and route.

Clock tree
The report puts the hold buffer count at CTS at 0. CTS built an H-tree with a depth of 1. The largest buffer count on any clock path is 2. The clock tree from TritonCTS is yes. The root buffer cell is clkbuf_4. Counting the buffers created by CTS gives 3. The insertion delay of the later-clocked pin in the worst-skew pair is around 0.22 ns. On the reported timing paths, the clock transition at the registers reads around 0.030 ns.

Routing
In the log, the iteration count for the first detailed-route pass is 2. For this block, the via count after detailed routing is 130. The total routed wirelength is between 400 and 500 um. The final routed wire length divided by cell count is 5.93 um.

The first routing iteration left 23 violations. TritonRoute reported its final design rule violation total as 0. Per the post-route antenna check, the number of violating nets is 0. The number of diodes added for antenna fixing is 0. The script logs the ratio of routed vias to standard cells as 1.78.

Worst setup path
The arrival time of the worst setup path is roughly 0.89 ns. The launch point of the critical path was reported as q_nbl$_SDFFE_PP0P_. The reg-to-reg startpoint is q_nbl$_SDFFE_PP0P_.

The critical path capture point type is a primary output. The startpoint class of the critical path is a flop. The critical setup path kind is flop to primary output. Following the worst setup path forward leads to its endpoint at q_nbl. The highest fanout seen on the critical path is 2. According to the timing report, the data required time at the worst endpoint equals 0.96 ns.

The capture instance of the worst register-to-register path is q_nbl$_SDFFE_PP0P_. The worst reg-to-reg setup slack is between 0.3 and 0.4 ns. The worst reg-to-reg path cell count is 4.

Floorplan
Row generation in the floorplan step produced 21 rows. In the floorplan report the effective utilization is just under 3%. The die is 80 um wide. After floorplanning, the die was sized to cover 0.00640 sq mm. The vertical die dimension reported for this design is around 80 um. The number of I/O pins is 10. The total area inside the core boundary comes to approximately 0.0034 sq mm.

Logic synthesis
In the Yosys stats the netlist draws on 6 distinct library cells. Summed over its instances, the top area cell type makes up approximately two fifths of the synthesized netlist area. Post-synthesis, Yosys gives the total cell area as between 100 and 150 sq um. The number of cells reported by Yosys stat comes to 12. The synthesis stat section lists a flop and latch total of 3. After synthesis, the cell types taking the most area are dfxtp_1 (40%), xnor2_1 (18%), dlxtn_1 (15%). The mapped netlist covers between 100 and 150 sq um. The cell count after synthesis is 12. Summed over all instances, the cell type with the most area after synthesis is dfxtp_1. The average instance area after synthesis is approximately 8.3 sq um. The Yosys warning count is 2.

STA
The final critical-path required period is approximately 1.1 ns. The upper clock frequency limit is a little under 900 MHz. The setup-violating endpoint count in the final report is 0. The number of max-slew violations in the final report is 0.

The final setup skew is 0 ns. The final critical-path share of the clock period is 93.8%. The count of unclocked register or latch pins is 1. The count of endpoints failing hold in the final timing report is 0. Summed over all failing endpoints, the final setup total negative slack is 0 ns. Setup repair after global routing left no endpoint under its margin. The worst-case headroom to the max-slew limit is roughly 90%. The transition time at the pin with the least slew margin is roughly 0.15 ns. The count of endpoints without a timing constraint is 3.

Job
The stage logs contain a warning count of 25. Max-cap violations in this run came to 0.

Layout
The most frequent logic cell in the layout is clkdlybuf4s50_1. Per the final layout report, the fraction of cells sized above drive strength 1 comes to about 33%. The most common logic cells in the final layout are clkdlybuf4s50_1 (5), dlygate4sd2_1 (4), nor2_1 (3), clkbuf_4 (3), buf_4 (3). From synthesis to final layout, the design area changed by 190%. The fraction of the core area covered by cells at the end of the flow is about 8.5%.

Power
The share of total power in the clock network is between 50% and 60%. The power density over the cells is around 1000 mW/mm^2. For this design the static power due to leakage is around 0.11 nW. Cell internal power was estimated by the tool at 0.232 mW. IR analysis of the VDD net gives a maximum drop of roughly 0.19 mV. The share of total power consumed by net switching is about a fifth. The power report attributes to the sequential group a share of roughly 29%. The fraction of power consumed by combinational cells is a little over a fifth.

Summed over all nets, the switching power comes to around 0.06 mW. Power comes to between 0.2 and 0.3 mW.

GRT
The first global-routing pass estimated around 630 um of wire. The largest net degree at the start of global routing is 5. Global routing finished with a remaining overflow of 0. The total global-route track usage is 1.48%.

The number of global-route vias before repair came to 136. The number of antenna violations at the first check in global routing came to 0.

Placement
As logged by OpenROAD, the buffers inserted on ports number 9. The routability congestion estimate from global placement is roughly 0.69.

Run status
The flow ran to the end, and the final reports show no timing, DRC or antenna violations.

Min path
The path type of the worst min-delay path is flop to flop.
## worst max-delay path, stage by stage (launching register included)
cell and delay [ns]:
dfxtp_2 0.31, buf_4 0.12, dlygate4sd2_1 0.23
## power groups by stage
stage	sequential (mW)	combinational, mW	clock [mW]
6_report	0.0837	0.0617	0.146
5_1_grt	0.0851	0.0687	0.169
4_1_cts	0.0836	0.0627	0.154
## cell usage after synthesis (all sizes together)
| cell | count |
|---|---|
| a21oi | 1 |
| dlxtn | 1 |
| inv | 3 |
| nor2 | 3 |
| dfxtp | 2 |
| xnor2 | 2 |
## worst min-delay path by stage
stage | from | endpoint | slack [ns] | cells past startpoint
4_1_cts | q_bl$_SDFFE_PP0P_ | q_bl$_SDFFE_PP0P_ | 0.62 | 3
5_1_grt | rst | q_nbl$_SDFFE_PP0P_ | 0.64 | 2
6_report | q_bl$_SDFFE_PP0P_ | q_bl$_SDFFE_PP0P_ | 0.62 | 3
## sequential cells by signal (all words and copies together) (netlist names)
signal  flops
ql          1
q_nbl       1
q_bl        1
## cell families after synthesis
logic type / count (synthesis) / synth area share, %
XOR/XNOR: 2 / 17.5
buffers and inverters: 3 / 11.2
latches: 1 / 15.0
AND-OR/OR-AND: 1 / 5.00
AND/OR/NAND/NOR: 3 / 11.2
flip-flops: 2 / 40.0
## area by class of cell
type / count / area (sq um)
clock buffers: 3 / 22.5
fillers: 414 / 3130
inverters: 3 / 11.3
multi-input cells: 6 / 33.8
flip-flops and latches: 3 / 57.6
well taps: 46 / 57.6
repair buffers: 12 / 108
## timing repair
action | 4_1_cts | 5_1_grt
setup endpoints to repair | 4 | 0
gates resized | 7 | 0
buffers inserted | 3 | 0
endpoints found under the hold margin | 0 | 0
## per-stage QoR
stage	setup WS (ns)	hold WS [ns]	cells	area (sq um)
4_1_cts	0.0620	0.625	73	290
5_1_grt	0.0287	0.644	73	290
3_3_place_gp	0.124	0.527	67	248
3_5_place_dp	0.106	0.539	67	248
2_1_floorplan	0.612	0.312	12	100
6_report	0.0740	0.623	73	290
## metal layers
| layer | track usage (%) | wire length, um |
|---|---|---|
| met3 | 2.39 | 131 |
| met1 | 1.33 | 138 |
| met4 | 0.176 | 0 |
| met5 | 0 | 0 |
| met2 | 1.77 | 164 |
Power is estimated from default activity; no workload was simulated.
